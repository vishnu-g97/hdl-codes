$ cat design.v
`timescale 1ns / 1ps
module seq_det(
    input din,
    input clk,
	 input rst_n,
    output op
    );
parameter IDLE=3'b000,
			 s1=3'b001,
			 s10=3'b010,
			 s101=3'b011,
			 s1010=3'b100;
reg [2:0] state;
reg [2:0] next_state;
always@(posedge clk or negedge rst_n)
	begin
		if(rst_n==0)
		 state<=IDLE;
		 else
		 state<=next_state;
	end
always@( state, din)
	begin
	next_state<=IDLE;
	case (state)
	IDLE: 
	if(din)
		next_state<=s1;
	s1:
	if(din)
		next_state<=s1;
	else
	   next_state<=s10;
	s10:
	if(din)
		next_state<=s101;
	s101:
	if(din)
	   next_state<=s1;
	else
		next_state<=s1010;
	s1010:
	if(din)
		next_state<=s101;
	endcase
	end
assign op=(state==s1010);
endmodule
$ cat run.sh
#!/bin/bash
# OpenROAD 26Q1-2900-gdf79404cd8, Yosys 0.63+post, stock flow scripts
make -C /OpenROAD-flow-scripts/flow DESIGN_CONFIG=/design/flow/config.mk WORK_HOME=/design/flow/orfs finish
$ cat config.mk
export PLATFORM = sky130hd
export DESIGN_NAME = seq_det
export DESIGN_NICKNAME = seq_det
export VERILOG_FILES = /design/flow/design.v
export SDC_FILE = /design/flow/constraint.sdc
export NUM_CORES = 4
export LEC_CHECK = 1
export CORE_AREA = 10 10 70 70
export DIE_AREA = 0 0 80 80
$ cat constraint.sdc
current_design seq_det

set clk_period 1.0
set clk_io_pct 0.2

create_clock -name clk0 -period $clk_period [get_ports {clk}]

set non_clock_inputs [all_inputs -no_clocks]
set_input_delay [expr $clk_period * $clk_io_pct] -clock clk0 $non_clock_inputs
set_output_delay [expr $clk_period * $clk_io_pct] -clock clk0 [all_outputs]
==> metrics.cfg <==
[final_timing]
tightest_slew_ns = 0.2270
finalCriticalPeriod_ns = 0.9179
fmax_mhz = 1089
setup_tns_ns = 0
max-slew-margin-rel = 0.8482
rsz0062_at_grt = no
setup-violations-final = 0
final.period_utilization = 0.9179
holdWs_ns = 0.1804
fin_worst_skew_ns = 0.001402
finalMaxSlewViolations = 0
hold_viol_final = 0

[drt]
wl_per_cell_um = 5.846
vias = 123
wl_um = 380
viasPerCell = 1.892
num_antenna_cells = 0
ant_nets = 0
drtPass1Iterations = 3
drc = 0
drt_iter0_markers = 1

[pwr]
ir_drop_uv = 215.5
power_leakage_nw = 0.1118
pwr_density_cell_nw_per_um2 = 1756

[cells_and_area]
synthToLayoutAreaGrowth_pct = 70.99
fin_area_sq_um = 280.3
reg.largest.list = state x5
largest_register_ffs = 5
nFillCells = 408
regMostFlops = state
layout_top_cells = dfrtp_1, clkbuf_4, nor2b_1, clkdlybuf4s50_1
drive_above_1_share = 0.3158
final_common_cell = dfrtp_1

[logic_synthesis]
ys_area_sq_um = 163.9
postSynthAreaPerCell_sq_um = 14.90
numSynthFlops = 5
synth_warnings = 1
synthCells = 11
ys_seq_frac = 0.7710
netlist_top_cells_area = dfrtp_1, dfstp_2, nor2b_1
yosys-stat-cells = 11
top_area_frac = 0.6107
synth.cell_area_sq_um = 163.9
yosys.area.top_type = dfrtp_1
ys_types = 7

[floorplanning]
fp_util = 0.04799
die_w_um = 80
num_rows = 21
io_pins = 4
fp.dieArea_sq_um = 6400
core_area_sq_um = 3416
fp.dieH_um = 80

[global_route]
grtUsageMet2 = 0.01284
grt.total_usage = 0.01438
grt_max_degree = 6
overflow = 0
first_global_vias = 147
grt_pass1_wl_um = 662
use_met1 = 0.01536
antenna_found_initial = 0
grt.met3_usage = 0.02273
busiest_layer = met3

[clock_tree]
cts_buffer_depth = 2
clk_latency_ns = 0.24
post_cts_buffers = 0
cts_resized = 3
h-tree-depth = 1
numCtsBuffers = 3
cts-root-buf = clkbuf_4
cts_tree = yes
hold_buffers = 0
clk_pin_slew_ns = 0.04
cts.sinks = 5

[flow_run]
drv_cap = 0
log.warning_count = 25

[critical_path]
r2r_slack_ns = 0.21
cp-end-kind = primary output
worstPathRequired_ns = 0.80
start_kind = flop
crit_type = flop to primary output
cp_max_fo = 2
cp_slowest_cell = dfrtp_1
critPathMaxStageDelay_ns = 0.37
cp_num_buf_inv = 1
path_cells = buf_2
arrival_ns = 0.72
cp_top_family = flip-flops

[min_path]
min_path_type = primary input to asynchronous set/reset pin

[placement]
dp_hpwl_um = 269.1
port_buffers = 3
placedInstanceArea_sq_um = 259.0
routabilityCongestion = 0.6833

[status]
outcome = completed

cells by family after synthesis:
group	share of synthesized area
AND-OR/OR-AND	0.09926
flip-flops	0.7710
AND/OR/NAND/NOR	0.1297
worst reg2reg max path, cell delays in order (launching register included):
cell	delay (ns)
dfrtp_1	0.37
buf_4	0.13
nor3_1	0.14
nor2_1	0.07
final timing paths:
kind	depth (start not counted)	startpoint	to
max in group asynchronous	1	rst_n	state[0]
min in group clk0	1	state[2]	state[4]
min	1	rst_n	state[1]
max reg2reg	3	state[1]	state[0]
min reg2reg	1	state[2]	state[4]
max	1	state[1]	op
metrics by stage:
stage / instances / setup WS [ns] / total power [mW] / util
after floorplan: 11 / 0.2539 / 0.2411 / -
after global placement: 61 / 0.009657 / 0.2591 / 0.07582
after detailed placement: 61 / 0.009403 / 0.2626 / 0.07582
after CTS: 65 / 0.06274 / 0.5066 / 0.08205
after global routing: 65 / 0.02669 / 0.5349 / 0.08205
final: 65 / 0.08213 / 0.4922 / 0.08205
layer usage:
metal / vias to the layer above / routed length (um)
li1: 54 / -
met5: - / 0
met4: 0 / 5
met1: 61 / 155
met2: 6 / 130
met3: 2 / 88
area by class of cell:
class / instances / area, sq um / area share
well taps: 46 / 57.56 / 0.2054
repair buffers: 4 / 32.53 / 0.1161
clock buffers: 4 / 26.28 / 0.09375
multi-input cells: 6 / 37.54 / 0.1339
flip-flops and latches: 5 / 126.4 / 0.4509
power breakdown:
group / switching, mW / internal (mW) / total, mW
clock: 0.0820 / 0.151 / 0.233
combinational: 0.0132 / 0.0189 / 0.0320
sequential: 0.00765 / 0.220 / 0.227
synth_stat cells:
library cell,count
dfrtp_1,4
o21a_1,1
nor2b_1,2
nor2_1,1
o31a_1,1
dfstp_2,1
nor3_1,1
No activity file was given, so power comes from the tool's default toggle rates.
