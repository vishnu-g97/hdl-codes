==> ./design.v <==
`timescale 1ns / 1ps
module updown_cntr(
    input clk,
    input rst,
	 input en,
	 output [3:0]count
    );
reg [3:0] q;
always@(posedge clk)
begin
	 if(rst)
	  begin
	    if(en)
		 q=0;
	    else
	    if(~en )
	    q=12;
	  end
else	
  begin
	    if(en==1)
	     begin
			 q<=q+1'b1;
			 if(q==12)
			 q<=0;
		  end
		 if(en==0)
			begin
			 q<=q-1'b1;
			 if(q==0)
			 q<=12; 
			end
  end
end
assign count=q;
endmodule
==> ./run.sh <==
#!/bin/bash
# OpenROAD 26Q1-2900-gdf79404cd8, Yosys 0.63+post, stock flow scripts
make -C /OpenROAD-flow-scripts/flow DESIGN_CONFIG=/design/flow/config.mk WORK_HOME=/design/flow/orfs finish
==> ./config.mk <==
export PLATFORM = sky130hd
export DESIGN_NAME = updown_cntr
export DESIGN_NICKNAME = updown_cntr
export VERILOG_FILES = /design/flow/design.v
export SDC_FILE = /design/flow/constraint.sdc
export NUM_CORES = 4
export LEC_CHECK = 1
export CORE_AREA = 10 10 70 70
export DIE_AREA = 0 0 80 80
==> ./constraint.sdc <==
current_design updown_cntr

set clk_period 1.7
set clk_io_pct 0.2

create_clock -name clk0 -period $clk_period [get_ports {clk}]

set non_clock_inputs [all_inputs -no_clocks]
set_input_delay [expr $clk_period * $clk_io_pct] -clock clk0 $non_clock_inputs
set_output_delay [expr $clk_period * $clk_io_pct] -clock clk0 [all_outputs]
==> results.json <==
{
  "path_buffers": 1,
  "pwr-share-comb": 0.324,
  "yosys_warnings": 1,
  "ys_area_um2": 288,
  "largest_reg_flops": 4,
  "rows": 21,
  "worst_pin_slew_ns": 0.337,
  "ant_nets": 0,
  "top_register": "q",
  "cts_buffer_depth": 2,
  "top_usage_layer": "met1",
  "syn_avg_cell_area_um2": 7.78,
  "io_buffer_count": 6,
  "cp_top_family": "buffers and inverters",
  "synth.most_common_cell": "nor2_1",
  "diodes": 0,
  "largest_registers": "q x4",
  "tns_ns": 0,
  "synth_area_leader_cell": "dfxtp_1",
  "final_hold_viol_count": 0,
  "clock_latency_ns": 0.23,
  "grt_overflow": 0,
  "utilization": 0.122,
  "synthArstFlopShare": 0,
  "ff_latch_area_um2": 80.1,
  "die_h_um": 80,
  "met3_usage": 0.0159,
  "p_seq_frac": 0.383,
  "logic_area_um2": 178,
  "met2_usage": 0.0265,
  "grt_use_met1": 0.0292,
  "crit_path_top_delay_cell": "clkdlybuf4s50_1",
  "grt_first_pass_wirelength_um": 1180,
  "peakVddDrop_v": 0.000158,
  "clock_sinks": 4,
  "p_int_mw": 0.272,
  "first_pass_iters": 2,
  "crit_type": "reg -> out",
  "hpwl_um": 510,
  "post-route-period-util": 0.955,
  "area_leaders": "dfxtp_1, ha_1, a21oi_1",
  "powerDensity_nw_per_um2": 968,
  "net-switching-power_mw": 0.131,
  "max_cap_violations": 0,
  "required_ns": 1.36,
  "wire_per_inst_um": 7.59,
  "leakage_nw": 0.153,
  "power_frac_clock": 0.293,
  "grt_usage": 0.0220,
  "cts_max_level": 1,
  "arrival_ns": 1.28,
  "cts_buffers": 3,
  "reg2reg_slack_ns": 0.20,
  "top_cells_by_count": "nor2_1, a21oi_1, dfxtp_1",
  "routed_via_density": 3.22,
  "seq_area_frac_synth": 0.278,
  "layout.cells.non_filler": 91,
  "syn_inst": 37,
  "grt_antenna_before_repair": 0,
  "root_buffer": "clkbuf_4",
  "vias": 293,
  "cts_setup_buffers": 0,
  "ys_types": 19,
  "synthToLayoutAreaGrowth_pct": 44.8,
  "hold_class": "reg -> reg",
  "core-area_um2": 3420,
  "dp.cells": 88,
  "fillers": 403,
  "p_sw_frac": 0.325,
  "synth_area_um2": 288,
  "initCoreUtil": 0.0842,
  "path_clk_slew_ns": 0.04,
  "edf_count": 0,
  "slew_viol_final": 0,
  "rsz0062_at_grt": "false",
  "grt_pass1_vias": 272,
  "grt_max_degree": 11,
  "cts_resized": 0,
  "endpoint_kind": "primary output",
  "cts_tree": "yes",
  "finClkSkew_ns": 0.000416,
  "io-pin-count": 7,
  "ctsHoldBuffers": 0,
  "cpPeakStageDelay_ns": 0.54,
  "wl_um": 691,
  "setup_viol": 0,
  "die-width_um": 80,
  "slew_headroom": 0.775,
  "routabilityCongestion": 0.750,
  "drive_gt1_frac": 0.156,
  "status": "finished clean",
  "post-route-min-period_ns": 1.62,
  "ff_type": "dfxtp_1",
  "cp_max_fo": 10,
  "warnings": 26,
  "numSynthFlops": 4,
  "dieArea_um2": 6400,
  "startpoint_type": "register",
  "yosys_cells": 37,
  "fmax_ghz": 0.616,
  "top_area_frac": 0.278,
  "drc": 0,
  "first_iter_violations": 32,
  "crit_chain": "clkdlybuf4s50_1"
}
cell type report:
class,count,area share
Multi-Input combinational cell,28,0.426
Sequential cell,4,0.192
Timing Repair Buffer,7,0.162
Tap cell,46,0.138
Clock buffer,3,0.0541
Inverter,3,0.0270
layer usage:
metal | wire [um] | part of all wire
met1 | 318 | 0.46
met5 | 0 | 0
met2 | 256 | 0.37
met3 | 101 | 0.15
met4 | 15 | 0.022
final timing paths:
kind	start	to	cells after the start
setup / recovery	q[2]	count[2]	1
hold / removal	q[2]	q[2]	1
setup reg to reg	q[0]	q[3]	5
hold reg to reg	q[2]	q[2]	1
cells in the final DEF, fill, tap and decap left out, drive strengths merged, types with 2 or more instances in the layout:
cell           n
a211oi         2
a21oi          4
clkbuf         3
clkdlybuf4s50  6
dfxtp          4
ha             2
inv            3
nand2          3
nor2           5
o21ai          3
worst register-to-register path, stage by stage (launching register included):
cell	delay, ns
dfxtp_1	0.47
inv_1	0.08
ha_1	0.28
o21ai_0	0.20
a21oi_1	0.09
o31a_1	0.27
logic make-up after synthesis:
logic type,synth area share
AOI/OAI and AO/OA,0.343
adders and majority gates,0.0869
buffers and inverters,0.104
DFF,0.278
and+or+nand+nor,0.187
power by group through the flow:
stage                 clock [mW]  combinational [mW]  sequential (mW)
final                      0.118               0.131            0.154
after CTS                  0.123               0.134            0.153
after global routing       0.142               0.150            0.159
per-stage QoR:
step / power, mW / cell area, um2 / hold slack [ns] / setup WS (ns)
finish: 0.403 / 417 / 0.591 / 0.0768
global route: 0.450 / 417 / 0.640 / 0.00169
CTS: 0.411 / 417 / 0.592 / 0.0537
detailed placement: 0.287 / 394 / 0.576 / 0.0964
global placement: 0.285 / 394 / 0.583 / 0.129
floorplan: 0.236 / 288 / 0.412 / 0.367
Power figures rest on the tool's default switching activity, not on a simulated workload.
