File: flow/config.mk
export PLATFORM = sky130hd
export DESIGN_NAME = vending_mach_melay
export DESIGN_NICKNAME = vending_mach_melay
export VERILOG_FILES = /design/flow/design.v
export SDC_FILE = /design/flow/constraint.sdc
export NUM_CORES = 4
export LEC_CHECK = 1
export CORE_AREA = 10 10 70 70
export DIE_AREA = 0 0 80 80
File: flow/constraint.sdc
current_design vending_mach_melay

set clk_period 1.4
set clk_io_pct 0.2

create_clock -name clk0 -period $clk_period [get_ports {clk}]

set non_clock_inputs [all_inputs -no_clocks]
set_input_delay [expr $clk_period * $clk_io_pct] -clock clk0 $non_clock_inputs
set_output_delay [expr $clk_period * $clk_io_pct] -clock clk0 [all_outputs]
File: flow/design.v
`timescale 1ns / 1ps
module vending_mach_melay(
    input clk,
    input rst_n,
    input [1:0]coin,
    output reg choco,
    output reg change
    );
reg [1:0] state,next_state;
parameter IDLE=2'b00,
          s1=2'b01,
			 s2=2'b10;
always@(posedge clk, negedge rst_n)
  begin
    if(~rst_n)
	  state<=IDLE;
    else
	  state<=next_state;
  end
always@(state,coin)
   begin
	  next_state=IDLE; 
	 case(state)
	      IDLE:  
		     begin
		      if(coin==2'b01)
		        next_state=s1;
				else
		      if(coin==2'b10)
		        next_state=s2;
		     end
		   s1:
			  begin
		       if(coin==2'b01)
				   next_state=s2;
				else
				 if(coin==2'b10)
				   next_state=IDLE;
				end
			s2: 
			  begin
			    if(coin==2'b01)
				   next_state=IDLE;
				else
				 if(coin==2'b10)
				   next_state=IDLE;
				end
		endcase
	end
always@(posedge clk, negedge rst_n)
  begin
    if(~rst_n)
	   begin
		  choco<=1'b0;
		  change<=1'b0;
		end
     else
	    begin
		  choco<=1'b0;
		  change<=1'b0;
				case(state)
					s1: begin
					    if(coin==2'b10)
							begin
							choco<=1'b1;
							change<=1'b0;
							end
						else
						if(coin==2'b01)
							begin
							choco<=1'b0;
							change<=1'b0;
							end
						 end
					s2:  begin
					     if(coin==1)
							begin
							choco<=1'b1;
							change<=1'b0;
							end
							else
					   	if(coin==2)
							begin
							choco<=1'b1;
							change<=1'b1;
							end
						 end
				endcase
		end
		end
endmodule
File: flow/run.sh
#!/bin/bash
# OpenROAD 26Q1-2900-gdf79404cd8, Yosys 0.63+post, stock flow scripts
make -C /OpenROAD-flow-scripts/flow DESIGN_CONFIG=/design/flow/config.mk WORK_HOME=/design/flow/orfs finish
==> results.ini <==
[yosys]
ys_types=10
yosys_warnings=1
edf_count=0
postSynthSeqShare_pct=61.2
topCellsByArea=dfrtp_1, dfstp_2, ha_1, inv_1, o21ai_1
yosys.area.top_type_share_pct=48.5
ys.flop_type=dfrtp_1
netlist_top_cells_count=dfrtp_1, inv_1, ha_1, o21ai_1
synth_area_leader_cell=dfrtp_1
ys_ff=5
ys_area_sq_um=206
synthArstFlopShare_pct=100
syn_area_sq_um=206
yosys_cells=18
synthCells=18
syn_avg_cell_area_sq_um=11.5

[floorplan]
die_width_um=80
die_y_um=80
fp_util_pct=6.04
dieArea_sq_mm=0.00640
io_pins=6
core_sq_mm=0.00342
row_count=21

[routing]
ant_nets=0
viasPerCell=2.04
drtPass1Iterations=2
antenna_cells=0
drtIter0Drc=6
drt-wirelength-per-cell_um=5.66
drc=0
vias=149
drt_wl_total_um=413

[clock_network]
clock_path_buffers=2
root_buffer=clkbuf_4
htreeDepth=1
hold_buffers=0
clk_pin_slew_ps=40
cts_sinks=5
clkLatencyLatePin_ps=240
cts_tree=done
cts_resized=0
post_cts_buffers=0
cts_made_buffers=3

[sta]
setup_viol=0
slew_viol_final=0
fin_worst_skew_ps=2.50
post-route-min-period_ps=1290
tightest_slew_ps=210
period_used_pct=92.1
slew_headroom_pct=85.9
whs_ps=252
max_freq_ghz=0.776
rsz0062_at_grt=no
hold_viol_final=0

[setup_path]
cp.depth=1
worstPathCellList=clkdlybuf4s50_1
end_kind=output pin
critPathKind=reg2out
cp_slowest_cell=clkdlybuf4s50_1
rr_endpoint=state[1]$_DFF_PN0_
crit_required_ps=1120
r2r_slack_ps=690
crit_arrival_ps=1010
critPathTopFamily=buffers and inverters
r2r-start=state[2]$_DFF_PN0_
reg2reg_depth=1
critPathBufInv=1
cp_max_fo=1
startpoint=change$_DFF_PN0_
worst_path_largest_cell_delay_ps=460
cp-start-kind=register
crit_path_end=change

[job]
warnings=26
drv_cap=0

[layout]
stdcell_count=73
stdcell_area_sq_um=340
final_layout_size_suffix_gt1_share_pct=18.5
post-route-util_pct=9.96
syn_to_final_growth_pct=64.8

[pwr]
power.total_w=0.000368
seqPwrFrac_pct=44.8
p_int_w=0.000289
combPwrFrac_pct=10.0
p_sw_w=0.0000787
switching_share_pct=21.4
vdd_drop_max_mv=0.211
pwr-share-clk_pct=45.1
leakage_nw=0.144
p_per_area_mw_per_mm2=1080

[placed_design]
dpl_cell_area_sq_um=314
dp_cells=69
place_congestion=0.656
hpwl_um=340
portBuffers=5

[grt]
grt_pass1_wl_um=662
antenna_found_initial=0
grt_pass1_vias=152
grt_start_max_net_pins=6
globalRouteTotalUtil_pct=1.44
globalRoute.totalOverflow=0

[status]
status=finished clean

[hold_path]
hold_path_class=in2async

-- cells in the final DEF (no fill, tap or decap), drive strengths merged --
master         Yosys  layout
nand2              1       1
o21ai              2       2
inv                4       4
and2               2       2
ha                 2       2
nor2               1       1
a22o               1       1
clkdlybuf4s50      0       5
clkbuf             0       4
dfrtp              4       4
dfstp              1       1
-- kinds of logic (layout without fill, tap and decap cells) --
logic type               after synthesis  count (layout)  synth area share [%]
adder cells (fa/ha/maj)                2               2                  12.1
AND-OR/OR-AND                          3               3                  9.09
AND/OR/NAND/NOR                        4               4                  10.3
buffers and inverters                  4              13                  7.27
flip-flops                             5               5                  61.2
-- worst min path at each step --
stage,startpoint,to,depth (start not counted)
4_1_cts,rst_n,change$_DFF_PN0_,1
5_1_grt,rst_n,state[2]$_DFF_PN0_,1
6_report,rst_n,choco$_DFF_PN0_,1
-- cell type report --
| type | instances | area [sq um] |
|---|---|---|
| clock buffer | 4 | 26.3 |
| fill | 399 | 3080 |
| inverter | 4 | 15.0 |
| multi-input combinational | 9 | 65.1 |
| sequential | 5 | 126 |
| tap | 46 | 57.6 |
| timing repair buffer | 5 | 50.0 |
-- layer usage --
layer	global-route usage, %	up-vias	share of wire, %
met5	0	-	0
met4	0.176	0	0
met3	2.27	0	29
met2	1.36	9	25
met1	1.61	65	45
li1	-	75	-
-- power by group through the flow --
| stage | clock network, W | logic, W | registers, W |
|---|---|---|---|
| 5_1_grt | 0.000195 | 0.0000413 | 0.000166 |
| 4_1_cts | 0.000177 | 0.0000375 | 0.000165 |
| 6_report | 0.000166 | 0.0000369 | 0.000165 |
-- metrics by stage --
stage,setup TNS (ps),worst slack (ps)
floorplan,0,580
global placement,0,47.1
detailed placement,-5.49,-5.49
CTS,0,93.3
global route,0,57.6
finish,0,111
-- flip-flops by register name, summed over array words and instances, names as in the netlist --
register / count
choco: 1
change: 1
state: 3
No activity file was given, so power comes from the tool's default toggle rates.
